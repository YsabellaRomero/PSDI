--- flow/design.v ---
`timescale 1ns/100ps
module  lab1(
                input  clock,  
				input  reset,  
				output tx,     
				input  rx      
			);
wire        starttx,       
            datarxready,   
			txready;       
wire  [7:0] datain;        
wire  [7:0] dataout;       
parameter CLOCK_FREQ = 100_000_000;    
uart    
       #( .CLOCK_FREQUENCY( CLOCK_FREQ ),
          .TX_BAUD_RATE( 115_200 ),      
		  .RX_BAUD_RATE( 115_200 )       
		)
         uart_1 (
                .clock(clock),         
                .reset(reset),         
                .tx(tx),               
                .rx(rx),               
                .txen(starttx),        
                .txready(txready),     
                .rxready(datarxready), 
                .dout(dataout),        
                .din(datain)           
              );
assign starttx = datarxready;	
toupper toupper_1(
                   .bytein( dataout ),
			       .byteout( datain )
			     );
endmodule
module toupper( bytein, byteout );
input  [7:0] bytein;
output [7:0] byteout; 
reg    [7:0] byteout;
always @*
begin
  if ( bytein >=97 && bytein <=122 )
    byteout = bytein - 32;
  else
    byteout = bytein;
end
endmodule
`timescale 1ns/100ps
module uart ( 
                clock,   
                reset,   
                tx,      
                rx,      
                txen,    
                txready, 
                rxready, 
                dout,    
                din      
              );
input        clock, reset, txen;
input        rx;
output       tx;
output       txready, rxready;
input  [7:0] din;
output [7:0] dout;
parameter CLOCK_FREQUENCY       = 50_000_000,   
          TX_BAUD_RATE          = 115_200,      
		  RX_BAUD_RATE          = 115_200,      
		  BAUD_TX_COUNT         = (CLOCK_FREQUENCY / TX_BAUD_RATE ) - 1,
		  BAUD_RX_COUNT         = (CLOCK_FREQUENCY / RX_BAUD_RATE ) - 1,
		  NBITS_TX_COUNT        = 14,   
		  NBITS_RX_COUNT        = 14;   
reg           txready, rxready;
reg     [7:0] dout;
reg           tx;
reg           staterxbc, 
              statetxbc;
reg    [NBITS_RX_COUNT-1:0] baudrxcount, baudrxcount2;
reg    [ 3:0] bitrxcount;
reg    [NBITS_TX_COUNT-1:0] baudtxcount;
reg    [ 3:0] bittxcount;
reg           rx1, rx2, rx3;
reg    [8:0]  rxdata, txdata;
reg           staterx,
              statetx;
wire          baudrxclock;
wire          baudtxclock;
wire          startrxbit;
reg           starttxbit;
reg           r_stopbit;
parameter IDLE       = 1'b0,
          CNT10P     = 1'b1;
parameter IDLERX     = 1'b0,
          RXDATA     = 1'b1;
parameter IDLETX     = 1'b0,
          TXDATA     = 1'b1;
assign baudrxclock = (baudrxcount == BAUD_RX_COUNT);
assign baudtxclock = (baudtxcount == BAUD_TX_COUNT);
always @(posedge clock or posedge reset)
begin
  if ( reset )
  begin
    baudrxcount2 <= 0;
  end
  else
  begin
    if ( baudrxcount2 == ( BAUD_RX_COUNT / 2 ) )
	  baudrxcount2 <= 0;
	else
	  baudrxcount2 <= baudrxcount2 + 1;
  end
end
always @(posedge clock or posedge reset)
begin
  if ( reset )
  begin
    baudrxcount <= 0;
    bitrxcount <= 0;
    staterxbc <= IDLE;
  end
  else
  begin
    case ( staterxbc )
      IDLE :        begin
                      bitrxcount <= 0;
                      if ( startrxbit )
                      begin
                        baudrxcount <= BAUD_RX_COUNT / 2;  
                        staterxbc <= CNT10P;
                      end
                      else
                      begin
                        staterxbc <= IDLE;  
                      end
                    end
      CNT10P:       begin
                      if ( baudrxclock )
                      begin
                        if ( bitrxcount == 9 )
                        begin
                          staterxbc <= IDLE;  
                        end
                        else
                        begin
                          staterxbc <= CNT10P;
                        end
                        bitrxcount <= bitrxcount + 1;  
                        baudrxcount <= 0;
                      end
                      else
                        baudrxcount <= baudrxcount + 1;  
                    end
    endcase
  end
end
always @(posedge clock or posedge reset)
begin
  if ( reset )
  begin
    baudtxcount <= 0;
    bittxcount <= 0;
    statetxbc <= IDLE;
  end
  else
  begin
    case ( statetxbc )
      IDLE :        begin
                      bittxcount <= 0;
                      if ( starttxbit )
                      begin
                        baudtxcount <= BAUD_TX_COUNT ;  
                        statetxbc <= CNT10P;
                      end
                      else
                      begin
                        statetxbc <= IDLE;  
                      end
                    end
      CNT10P:       begin
                      if ( baudtxclock )
                      begin
                        if ( bittxcount == 10 )
                        begin
                          statetxbc <= IDLE;  
                        end
                        else
                        begin
                          statetxbc <= CNT10P;
                        end
                        bittxcount <= bittxcount + 1;  
                        baudtxcount <= 0;
                      end
                      else
                        baudtxcount <= baudtxcount + 1;  
                    end
    endcase
  end
end
always @(posedge clock or posedge reset)
begin
  if ( reset )
  begin
    rx1 <= 0;
    rx2 <= 0;
    rx3 <= 0;
  end
  else
  begin
    rx1 <= rx;
    rx2 <= rx1;
    rx3 <= rx2;
  end
end
assign startrxbit = ( rx3 & ~rx2 ) & (bitrxcount == 0);
always @(posedge clock or posedge reset)
begin
  if ( reset )
  begin
    rxdata <= 0;
    staterx <= IDLERX;
    dout <= 0;
  end
  else
  begin
    case ( staterx )
      IDLERX:	begin  
                  rxready <= 0;
                  if ( startrxbit )
                    staterx <= RXDATA;
                  else
                    staterx <= IDLERX;
                end
      RXDATA:	begin
                  if ( baudrxclock )  
                  begin
                    if ( ( bitrxcount == 0 ) & (rx3 == 1'b1) )  
					begin
                      staterx <= IDLERX;  
					end
                    else
                    begin                       
                      rxdata <= {rx3, rxdata[8:1]};  
                      if ( bitrxcount == 9 )   
                      begin
                        if ( rx3 == 1'b0 )  
						begin
                          staterx <= IDLERX;
						end
                        else
                        begin
                          dout <= rxdata[8:1];
                          rxready <= 1;
                          staterx <= IDLERX;
                        end
                      end
                    end
                  end
                end                
    endcase
  end
end
always @(posedge clock or posedge reset)
begin
  if ( reset )
  begin
    txdata <= 0;
    statetx <= IDLETX;
    starttxbit <= 0;
    txready <= 1;
    tx <= 1'b1;
	r_stopbit <= 1'b1;
  end
  else
  begin
    case ( statetx )
      IDLETX:	begin  
                  tx <= 1'b1;
                  if ( txen )
                  begin
                    statetx <= TXDATA;
                    txdata <= {r_stopbit,din};  
                    txready <= 0;
                    starttxbit <= 1;
                  end
                  else
                    statetx <= IDLETX;
                end
      TXDATA:	begin
                  starttxbit <= 0;
                  if ( baudtxclock )  
                  begin
                    if ( bittxcount == 0 )
                      tx <= 1'b0;  
                    else
                    begin                       
                      if ( bittxcount == 10 ) 
                      begin
                        tx <= 1'b1;  
                        txready <= 1;
                        statetx <= IDLETX;
                      end
                      else
                      begin
                        tx <= txdata[0];  
                        txdata <= {1'b1, txdata[8:1]};  
                      end
                    end
                  end
                end                
    endcase
  end
end
endmodule
--- flow/run.sh ---
#!/bin/bash
# OpenROAD 26Q1-2900-gdf79404cd8, Yosys 0.63+post, stock flow scripts
make -C /OpenROAD-flow-scripts/flow DESIGN_CONFIG=/design/flow/config.mk WORK_HOME=/design/flow/orfs finish
--- flow/config.mk ---
export PLATFORM = sky130hd
export DESIGN_NAME = lab1
export DESIGN_NICKNAME = lab1
export VERILOG_FILES = /design/flow/design.v
export SDC_FILE = /design/flow/constraint.sdc
export NUM_CORES = 4
export LEC_CHECK = 1
export CORE_UTILIZATION = 30
--- flow/constraint.sdc ---
current_design lab1

set clk_period 3.6
set clk_io_pct 0.2

create_clock -name clk0 -period $clk_period [get_ports {clock}]

set non_clock_inputs [all_inputs -no_clocks]
set_input_delay [expr $clk_period * $clk_io_pct] -clock clk0 $non_clock_inputs
set_output_delay [expr $clk_period * $clk_io_pct] -clock clk0 [all_outputs]
==> reports/metrics.cfg <==
[finish]
layout.cells.non_filler = 508
flop_area_sq_mm = 0.00178
area_delta_synth_final_pct = 12.1
post-route-util_pct = 34.7
final_area_sq_mm = 0.00398
logic_area_sq_mm = 0.00163
fillCellCount = 1105
drive_gt1_share_pct = 11.8

[clock_tree]
cts.root.buffer_cell = clkbuf_16
cts_tree = yes
cts.htree.levels = 3
cts_setup_buffers = 0
clk_pin_slew_worst_paths_ns = 0.06
clk_latency_ns = 0.32
cts-hold-fix-buffers = 0
cts_buffer_depth = 2
cts_buffers = 9
ctsResizeCount = 0
cts.sinks = 71

[synthesis]
synthMuxAreaShare_pct = 6.46
top_cell_area_share_pct = 48.7
synth_cells = 359
ys_sh_adder_pct = 3.17
ys_ff = 71
synth-edff-count = 1
ys_area_sq_mm = 0.00355
simple_gate_area_share_pct = 19.8
netlist_area_sq_mm = 0.00355
synth_cell_types = 55
syn_avg_cell_area_sq_um = 9.88
synth-main-ff-cell = dfrtp_1
top_logic_kind = simple AND/OR/NAND/NOR gates
top_cells_by_count = dfrtp_1 (69), nand2_1 (45), o21ai_0 (30)
most_common_cell = dfrtp_1
yosys_warnings = 2
synth_area_leader_cell = dfrtp_1
synthTopCellsByArea = dfrtp_1 (49%), mux2_2 (4.8%), nand2_1 (4.8%)
synthXorXnorAreaFrac_pct = 0.988
compound_area_share_pct = 15.7
seq_area_frac_synth_pct = 50.3
yosys_cells = 359
ys_async_sr_fraction_pct = 98.6

[route]
first_pass_iters = 4
vias_per_cell = 5.10
wl_um = 6610
via_count = 2591
drt_iter0_markers = 132
wl_per_cell_um = 13.0
n_antenna_cell = 0
drc = 0
final_antenna_net_count = 0

[global_routing]
grt_pass1_vias = 2553
antenna_found_initial = 0
gr-total-overflow = 0
grt_pass1_wl_um = 12000
grt_start_max_net_pins = 54
grt.total_usage_pct = 11.9

[sta]
setup_viol = 0
finalClockPeriodUsage_pct = 68.2
hold_violations = 0
setup_tns_ns = 0
slew_headroom_pct = 43.6
tightestPinTransition_ns = 0.842
whs_ns = 0.353
grt_setup_unrepaired = no
finClkSkew_ns = 0.00544
clock.fmax_mhz = 407
min_period_ns = 2.45
maxSlewViolCount = 0

[setup_path]
r2r_slack_ns = 1.15
r2r_end = uart_1.rxdata[2]
worstReg2RegStart = uart_1.baudrxcount[0]
crit_path_start = uart_1.baudrxcount[0]
critPathMaxFanout = 14
worstPathArrival_ns = 2.66
crit_required_ns = 3.80
critPathKind = reg -> reg
endpoint = uart_1.rxdata[2]
worst_setup_path_start_kind = flop
r2r_cells = 5
endpoint_kind = flop

[flow_run]
warning_count = 29
cap_viol_max_count = 0

[place]
gp_congestion = 0.849
port_buffers = 3
placed_cells = 492
hpwl_um = 4270
place_area_sq_mm = 0.00371

[power]
ir_worst_vdd_mv = 0.295
p_leak_nw = 1.73
powerDensity_mw_per_mm2 = 618

[floorplanning]
io_pins = 4
fp-row-count = 39
dieArea_sq_mm = 0.0123
die_w_um = 111
die_h_um = 111
core_area_sq_mm = 0.0115
fp_util_pct = 30.9

[hold_path]
worstHoldPathType = reg -> reg

[status]
outcome = finished clean

-- worst max-delay path, stage by stage, from the launching register on --
cell and delay [ns]:
dfrtp_1 0.48, ha_1 0.26, and2_1 0.20, nand4_1 0.47
nor2_2 0.53, mux2_2 0.39
-- cells by family after synthesis --
| group | Yosys count |
|---|---|
| AND/OR/NAND/NOR | 130 |
| AND-OR/OR-AND | 94 |
| flip-flops | 71 |
| buffers and inverters | 30 |
| multiplexers | 21 |
| adder cells (fa/ha/maj) | 9 |
| XOR/XNOR | 4 |
-- report_power, final --
| group | internal [mW] | switching [mW] | leakage, nW |
|---|---|---|---|
| Clock | 0.484 | 0.314 | 0.134 |
| Combinational | 0.235 | 0.252 | 0.714 |
| Sequential | 0.973 | 0.201 | 0.878 |
-- stage by stage --
stage | worst slack [ns] | power, mW
5_1_grt | 0.882 | 2.63
4_1_cts | 1.16 | 2.49
6_report | 1.15 | 2.46
3_3_place_gp | 1.29 | 1.65
2_1_floorplan | 1.11 | 1.54
3_5_place_dp | 1.20 | 1.66
-- worst min path at each step --
stage	from	to	slack (ns)	cells past startpoint
CTS	uart_1.rx1	uart_1.rx2	0.36	0
global route	uart_1.rx1	uart_1.rx2	0.36	0
finish	uart_1.rx1	uart_1.rx2	0.35	0
-- metal layers --
metal | global-route usage [%] | share of wire, %
met3 | 2.73 | 3.7
met2 | 17.5 | 44
met1 | 18.7 | 51
met4 | 1.87 | 1.2
met5 | 0 | 0
-- state kept, by name (all words and copies together), names as in the netlist --
signal,count
uart_1.baudrxcount,14
uart_1.baudtxcount,14
uart_1.txdata,9
uart_1.dout,8
uart_1.rxdata,8
uart_1.bitrxcount,4
uart_1.bittxcount,4
uart_1.rx1,1
uart_1.rx2,1
uart_1.rx3,1
uart_1.rxready,1
uart_1.starttxbit,1
uart_1.staterx,1
uart_1.staterxbc,1
uart_1.statetx,1
uart_1.statetxbc,1
uart_1.tx,1
-- area by class of cell --
type	instances	share of cell area, %
flip-flops and latches	71	44.8
multi-input cells	258	41.1
clock buffers	13	6.29
well taps	143	4.50
repair buffers	5	1.45
inverters	15	1.42
clock inverters	3	0.472
-- cell usage in the layout (no fill, tap or decap), types with 4 or more instances in the layout --
cell type and count:
and3_1 5, a31oi_1 13, o21ai_0 30, nor3_1 5, a21oi_1 27, inv_1 13
nand4_1 8, nor2b_1 5, mux2_2 15, and2_1 4, clkbuf_16 9, or3_1 4
nand2_1 45, nand3_1 11, ha_1 9, mux2i_1 6, nor2_1 20, dfrtp_1 69
Power and IR drop assume default switching activity.
